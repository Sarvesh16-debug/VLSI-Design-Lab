--- flow/config.mk ---
export PLATFORM = sky130hd
export DESIGN_NAME = serial_adder
export DESIGN_NICKNAME = serial_adder
export VERILOG_FILES = /design/flow/design.v
export SDC_FILE = /design/flow/constraint.sdc
export NUM_CORES = 4
export LEC_CHECK = 1
export CORE_AREA = 10 10 70 70
export DIE_AREA = 0 0 80 80
--- flow/constraint.sdc ---
current_design serial_adder

set clk_period 2.3
set clk_io_pct 0.2

create_clock -name clk0 -period $clk_period [get_ports {clk}]

set non_clock_inputs [all_inputs -no_clocks]
set_input_delay [expr $clk_period * $clk_io_pct] -clock clk0 $non_clock_inputs
set_output_delay [expr $clk_period * $clk_io_pct] -clock clk0 [all_outputs]
--- flow/design.v ---
`timescale 1ns / 1ps
module serial_adder(  input clk ,rst , a,b, output reg sum,carry);
reg [1:0] pr_state;
reg [1:0] nx_state;
parameter s0=2'b00 , s1=2'b01 , s2=2'b10 ,  s3=2'b11;
always @(posedge clk)
begin
        if (rst == 1'b1)
        begin
                pr_state <= s0;
        end
        else begin
                 pr_state <= nx_state;
        end
        end
always @(pr_state , a ,b)
begin
       case(pr_state)
         s0: begin
         if ( a==1'b0 & b==1'b0)begin
          nx_state <= s0;
         end
         else if ( a==1'b0 & b==1'b1)begin
          nx_state <= s1;
         end
          else if ( a==1'b1 & b==1'b0)begin
          nx_state <= s1;
         end
         else if ( a==1'b1 & b==1'b1)begin
          nx_state <= s2;
         end
       end
       s1: begin
              if ( a==1'b0 & b==1'b0)begin
               nx_state <= s0;
               end 
               else if ( a==1'b0 & b==1'b1)begin
               nx_state <= s1;
               end 
               else if ( a==1'b1 & b==1'b0)begin
               nx_state <= s1;
               end 
               else if ( a==1'b1 & b==1'b1)begin
               nx_state <= s2;
               end  
       end
       s2: begin
              if ( a==1'b0 & b==1'b0)begin
               nx_state <= s1;
               end
               if ( a==1'b0 & b==1'b1)begin
               nx_state <= s2;
               end 
               if ( a==1'b1 & b==1'b0)begin
               nx_state <= s2;
               end 
               if ( a==1'b1 & b==1'b1)begin
               nx_state <= s3;
               end   
       end
       s3: begin
               if ( a==1'b0 & b==1'b0)begin
               nx_state <= s1;
               end
                if ( a==1'b0 & b==1'b1)begin
               nx_state <= s2;
               end
                if ( a==1'b1 & b==1'b0)begin
               nx_state <= s2;
               end
                if ( a==1'b1 & b==1'b1)begin
               nx_state <= s3;
               end
       end 
       default: begin
                  nx_state <= s0;
       end
       endcase
end
always @(pr_state)
begin
case (pr_state)
s0: begin carry =0; sum=0; end 
s1: begin carry =0; sum=1; end  
s2: begin carry =1; sum=0; end  
s3: begin carry =1; sum=1; end  
 default : begin carry=0; sum=0; end
endcase 
end
 endmodule
--- flow/run.sh ---
#!/bin/bash
# OpenROAD 26Q1-2900-gdf79404cd8, Yosys 0.63+post, stock flow scripts
make -C /OpenROAD-flow-scripts/flow DESIGN_CONFIG=/design/flow/config.mk WORK_HOME=/design/flow/orfs finish
==> impl_metrics.py <==
# Metrics from the implementation run
metrics = {
    "run_status": {
        "status": "complete, no violations",
    },
    "critical_path": {
        "cp_max_fo": 5,
        "cp_slowest_stage_delay_ns": 0.50,
        "critPathBufInv": 1,
        "path_class": "flop to primary output",
        "cp-start-kind": "flop",
        "path_delay_family": "buffers and inverters",
        "crit_required_ns": 1.84,
        "path_cells": "clkdlybuf4s50_1",
        "end_kind": "primary output",
        "cp.arrival_ns": 1.15,
        "crit_slowest_cell": "clkdlybuf4s50_1",
        "startpoint": "pr_state[1]",
    },
    "sta": {
        "worstMarginPinSlew_ns": 0.211,
        "rsz0062_at_grt": "no",
        "setup_viol": 0,
        "untimed_endpoints": 2,
        "unclocked_regs": 2,
        "hold_viol_final": 0,
        "slew_headroom": 0.859,
        "period_used_share": 0.701,
        "post-route-min-period_ns": 1.61,
        "fmax_ghz": 0.620,
        "totalNegativeSetupSlack_ns": 0,
        "slew_violations": 0,
    },
    "global_route": {
        "grt_usage": 0.0125,
        "grt_pass1_vias": 151,
        "grt.overflow.total": 0,
        "grt_pass1_wl_um": 627,
        "grt_max_degree": 6,
        "antenna_found_initial": 0,
    },
    "power": {
        "p_per_area_nw_per_um2": 452,
        "cellLeakagePower_uw": 0.000127,
        "vdd_drop_max_v": 0.0000627,
        "p_total_uw": 138,
    },
    "clocking": {
        "ctsRootBufferMaster": "clkbuf_4",
        "htree_levels": 1,
        "ctsHoldBuffers": 0,
        "cts.path.max_buffers": 2,
        "clk_pin_slew_ns": 0.03,
        "cts_buffers": 3,
        "postCtsSetupBuffers": 0,
        "cts_resized": 0,
        "cts_tree": "built",
    },
    "flow_run": {
        "max-cap-violations": 0,
        "warnings": 28,
    },
    "floorplan": {
        "die_y_um": 80,
        "chip_area_um2": 6400,
        "initCoreUtil": 0.0538,
        "pin_count": 6,
        "rows": 21,
        "die_x_um": 80,
        "core_um2": 3420,
    },
    "logic_synthesis": {
        "syn-instance-count": 19,
        "synth.largest_area_cell": "ha_1",
        "ys_ff": 4,
        "syn_area_per_cell_um2": 9.68,
        "ys_cells": 19,
        "synth_cell_types": 10,
        "synth_warnings": 1,
        "synth_area_um2": 184,
        "yosysTopAreaCellShare": 0.272,
        "ys_chip_area_um2": 184,
        "synth.area.top_cells": "ha_1 27%, dfxtp_1 22%, dlxtn_1 16%",
    },
    "routing": {
        "insertedDiodeCount": 0,
        "drt_iter0_markers": 2,
        "firstDrtPassIters": 2,
        "drc": 0,
        "via_per_inst": 1.93,
        "final_antenna_net_count": 0,
        "num_vias": 137,
        "wl_per_cell_um": 5.46,
        "routed_wl_um": 388,
    },
    "placement": {
        "port-buffer-count": 5,
        "place_congestion": 0.700,
    },
    "finish": {
        "lay_top_cells": "5 x clkdlybuf4s50_1, 4 x ha_1, 3 x inv_1, 3 x clkbuf_4",
        "syn_to_final_growth_pct": 66.7,
        "drive_above_1_share": 0.120,
        "layout_top_cell": "clkdlybuf4s50_1",
    },
    "hold_path": {
        "hold_path.class": "input pin to flop",
        "min_to": "pr_state[0]",
        "min-delay-start": "rst",
        "whs_path_depth": 2,
    },
}
[Yosys cell counts]
master,count
ha_1,4
inv_1,3
clkbuf_1,2
dfxtp_1,2
dlxtn_1,2
nor2b_1,2
a32o_1,1
mux2i_1,1
nor2_1,1
xor2_1,1
[sequential cells by signal, indices dropped and copies added, names as in the netlist]
name	flops
nx_state	2
pr_state	2
[metrics by stage]
| stage | hold WS, ns | utilization | area [µm²] | std cells | setup WS, ns |
|---|---|---|---|---|---|
| global placement | 1.02 | 0.0832 | 284 | 68 | 0.953 |
| detailed placement | 1.03 | 0.0832 | 284 | 68 | 0.934 |
| global route | 0.809 | 0.0897 | 307 | 71 | 0.636 |
| CTS | 0.802 | 0.0897 | 307 | 71 | 0.682 |
| finish | 0.816 | 0.0897 | 307 | 71 | 0.687 |
| floorplan | 0.532 | - | 184 | 19 | 1.38 |
[layout make-up]
cell class,count,area [µm²]
fill,404,3110
multi-input combinational,10,95.1
sequential,4,70.1
tap,46,57.6
timing repair buffer,5,50.0
clock buffer,3,22.5
inverter,3,11.3
[metal layers]
| layer | vias up | global-route usage | wire length (µm) |
|---|---|---|---|
| met1 | 58 | 0.0119 | 137 |
| met4 | 0 | 0.00704 | 11 |
| met5 | - | 0 | 0 |
| met2 | 8 | 0.0144 | 122 |
| met3 | 2 | 0.0159 | 116 |
| li1 | 69 | - | - |
[worst max-delay path by stage]
| stage | to | slack [ns] | depth (start not counted) |
|---|---|---|---|
| final | carry | 0.69 | 1 |
| after global routing | carry | 0.64 | 1 |
| after CTS | carry | 0.68 | 1 |
[report_power, final]
part | internal [µW] | leakage [µW] | switching, µW | total, µW
combinational | 11.1 | 0.0000810 | 7.06 | 18.1
clock | 57.8 | 0.0000138 | 22.8 | 80.6
sequential | 38.7 | 0.0000327 | 1.04 | 39.8
[kinds of logic (layout without fill, tap and decap cells)]
family,count (synthesis),after routing,share of synthesized area
and+or+nand+nor,3,3,0.0884
latches,2,2,0.163
muxes,1,1,0.0544
AOI/OAI and AO/OA,1,1,0.0544
buffers and inverters,5,11,0.102
adders and majority gates,4,4,0.272
DFF,2,2,0.218
xor gates and xnor gates,1,1,0.0476
Power is estimated from default activity; no workload was simulated.
