### flow/run.sh
#!/bin/bash
# OpenROAD 26Q1-2900-gdf79404cd8, Yosys 0.63+post, stock flow scripts
make -C /OpenROAD-flow-scripts/flow DESIGN_CONFIG=/design/flow/config.mk WORK_HOME=/design/flow/orfs finish
### flow/config.mk
export PLATFORM = sky130hd
export DESIGN_NAME = dual_port_bidirectional_ram_16x8
export DESIGN_NICKNAME = dual_port_bidirectional_ram_16x8
export VERILOG_FILES = /design/flow/design.v
export SDC_FILE = /design/flow/constraint.sdc
export NUM_CORES = 4
export LEC_CHECK = 1
export CORE_UTILIZATION = 50
### flow/constraint.sdc
current_design dual_port_bidirectional_ram_16x8

set clk_period 3.2
set clk_io_pct 0.2

create_clock -name clk0 -period $clk_period [get_ports {clk}]

set non_clock_inputs [all_inputs -no_clocks]
set_input_delay [expr $clk_period * $clk_io_pct] -clock clk0 $non_clock_inputs
set_output_delay [expr $clk_period * $clk_io_pct] -clock clk0 [all_outputs]
### flow/design.v
module dual_port_bidirectional_ram_16x8
(
   input clk,
   input cs_0,cs_1,wr_en_0,wr_en_1,out_en_0,out_en_1,
   input [3:0] add_in_0,add_in_1,
   inout [7:0] data_io_0,data_io_1
   );
   reg [7:0] tem_reg_0;
   reg [7:0] tem_reg_1;
   reg [7:0] mem[15:0];
   always @(posedge clk) begin
			if ( cs_0 && wr_en_0 )
			   mem[add_in_0] <= data_io_0;
   end
	always @( posedge clk) begin
	        if (cs_0 && !wr_en_0 )
			    tem_reg_0 <= mem[add_in_0];
	end
	assign data_io_0 = ( cs_0 && !wr_en_0 && out_en_0) ? tem_reg_0:8'bzzzzzzzz;
	always @(posedge clk) begin
			if ( cs_1 && wr_en_1 )
			   mem[add_in_1] <= data_io_1;
   end
	always @( posedge clk) begin
	        if (cs_1 && !wr_en_1 )
			    tem_reg_1 <= mem[add_in_1];
	end
	assign data_io_1 = ( cs_1 && !wr_en_1 && out_en_1) ? tem_reg_1:8'bzzzzzzzz;
	endmodule
==> reports/qor.log <==
INFO  run_status     run_status=did not finish
INFO  run_status     flow.stopped_at=clock tree synthesis
INFO  run_status     run.stop_error=[error] [KeplerFormal.cpp:679] Workflow failed: Iso has multiple drivers: .data_io_00, data_io_0[0]$_DFFE_PP_.Q0
INFO  synthesis      netlist-cell-type-count=28
INFO  cts            clockRootBuffer=sky130_fd_sc_hd__clkbuf_16
INFO  synthesis      synthesis.area=8190um2
INFO  synthesis      ys_cells=491
INFO  cts            cts_sinks=144
INFO  synthesis      post_synth.cell_area_avg=16.7um2
INFO  place          routabilityCongestion=0.913
INFO  floorplan      io_pins=31
INFO  synthesis      yosys.stat.seqShare=52.8%
INFO  cts            cts_hold_buffers=0
INFO  floorplan      die.size.x=130um
INFO  cts            ctsResizeCount=0
INFO  floorplan      floorplan.initialDensity=51.3%
INFO  place          port_buffers=12
INFO  floorplan      fp.dieH=130um
INFO  floorplan      rows=46
INFO  cts            clockBufferDepth=2
INFO  cts            clock_tree.htree_level_count=4
INFO  synthesis      numSynthFlops=144
INFO  synthesis      syn_inst=491
INFO  place          placed_cell_area=8570um2
INFO  place          pre_cts_ws=0.303ns
INFO  cts            numCtsBuffers=17
INFO  place          dp_hpwl=14300um
INFO  synthesis      synthesis.yosys.warnings=3
INFO  cts            number_of_buffers_inserted_by_post_cts_setup_repair=0
INFO  synthesis      synth_chip_area=8190um2
## synthesized netlist by cell type, drive strengths merged
| cell type | number | area, um2 |
|---|---|---|
| edfxtp | 144 | 4320 |
| mux2 | 128 | 1500 |
| mux4 | 64 | 1440 |
| a22oi | 32 | 240 |
| buf | 25 | 136 |
| clkbuf | 23 | 86.3 |
| nand2 | 20 | 75.1 |
| nor2 | 12 | 67.6 |
| o22ai | 9 | 56.3 |
| nand2b | 7 | 43.8 |
| nor2b | 6 | 37.5 |
| o21ai | 6 | 30.0 |
| nand4b | 4 | 65.1 |
| or3 | 3 | 18.8 |
| and2 | 2 | 12.5 |
| nand4 | 2 | 18.8 |
| and2b | 1 | 7.51 |
| and4bb | 1 | 12.5 |
| o21bai | 1 | 7.51 |
| or2 | 1 | 6.26 |
## per-stage QoR
stage	cells	util, %	total power [uW]
global placement	701	53.8	2640
floorplan	491	-	2500
detailed placement	701	53.8	2660
## logic make-up after synthesis
| logic type | synth area share, % |
|---|---|
| compound gates | 4.08 |
| mux | 35.9 |
| flops | 52.8 |
| buf+inv | 2.72 |
| simple gates | 4.46 |
Power figures rest on the tool's default switching activity, not on a simulated workload.
